==> /design/flow/design.v <==
module rib(
    input wire clk,
    input wire rst,
    input wire[31:0] m0_addr_i,      
    input wire[31:0] m0_data_i,          
    output reg[31:0] m0_data_o,          
    input wire m0_req_i,                    
    input wire m0_we_i,                     
    input wire[31:0] m1_addr_i,      
    input wire[31:0] m1_data_i,          
    output reg[31:0] m1_data_o,          
    input wire m1_req_i,                    
    input wire m1_we_i,                     
    input wire[31:0] m2_addr_i,      
    input wire[31:0] m2_data_i,          
    output reg[31:0] m2_data_o,          
    input wire m2_req_i,                    
    input wire m2_we_i,                     
    input wire[31:0] m3_addr_i,      
    input wire[31:0] m3_data_i,          
    output reg[31:0] m3_data_o,          
    input wire m3_req_i,                    
    input wire m3_we_i,                     
    output reg[31:0] s0_addr_o,      
    output reg[31:0] s0_data_o,          
    input wire[31:0] s0_data_i,          
    output reg s0_we_o,                     
    output reg[31:0] s1_addr_o,      
    output reg[31:0] s1_data_o,          
    input wire[31:0] s1_data_i,          
    output reg s1_we_o,                     
    output reg[31:0] s2_addr_o,      
    output reg[31:0] s2_data_o,          
    input wire[31:0] s2_data_i,          
    output reg s2_we_o,                     
    output reg[31:0] s3_addr_o,      
    output reg[31:0] s3_data_o,          
    input wire[31:0] s3_data_i,          
    output reg s3_we_o,                     
    output reg[31:0] s4_addr_o,      
    output reg[31:0] s4_data_o,          
    input wire[31:0] s4_data_i,          
    output reg s4_we_o,                     
    output reg[31:0] s5_addr_o,      
    output reg[31:0] s5_data_o,          
    input wire[31:0] s5_data_i,          
    output reg s5_we_o,                     
    output reg hold_flag_o                  
    );
    parameter [3:0]slave_0 = 4'b0000;
    parameter [3:0]slave_1 = 4'b0001;
    parameter [3:0]slave_2 = 4'b0010;
    parameter [3:0]slave_3 = 4'b0011;
    parameter [3:0]slave_4 = 4'b0100;
    parameter [3:0]slave_5 = 4'b0101;
    parameter [1:0]grant0 = 2'h0;
    parameter [1:0]grant1 = 2'h1;
    parameter [1:0]grant2 = 2'h2;
    parameter [1:0]grant3 = 2'h3;
    wire[3:0] req;
    reg[1:0] grant;
    assign req = {m3_req_i, m2_req_i, m1_req_i, m0_req_i};
    always @ (*) begin
        if (req[3]) begin
            grant = grant3;
            hold_flag_o = 1'b1;
        end else if (req[0]) begin
            grant = grant0;
            hold_flag_o = 1'b1;
        end else if (req[2]) begin
            grant = grant2;
            hold_flag_o = 1'b1;
        end else begin
            grant = grant1;
            hold_flag_o = 1'b0;
        end
    end
    always @ (*) begin
        m0_data_o = 32'h0;
        m1_data_o = 32'h00000001; 
        m2_data_o = 32'h0;
        m3_data_o = 32'h0;
        s0_addr_o = 32'h0;
        s1_addr_o = 32'h0;
        s2_addr_o = 32'h0;
        s3_addr_o = 32'h0;
        s4_addr_o = 32'h0;
        s5_addr_o = 32'h0;
        s0_data_o = 32'h0;
        s1_data_o = 32'h0;
        s2_data_o = 32'h0;
        s3_data_o = 32'h0;
        s4_data_o = 32'h0;
        s5_data_o = 32'h0;
        s0_we_o = 1'b0;
        s1_we_o = 1'b0;
        s2_we_o = 1'b0;
        s3_we_o = 1'b0;
        s4_we_o = 1'b0;
        s5_we_o = 1'b0;
        case (grant)
            grant0: begin
                case (m0_addr_i[31:28])                                      
                    slave_0: begin
                        s0_we_o = m0_we_i;
                        s0_addr_o = {{4'h0}, {m0_addr_i[27:0]}};
                        s0_data_o = m0_data_i;
                        m0_data_o = s0_data_i;
                    end
                    slave_1: begin
                        s1_we_o = m0_we_i;
                        s1_addr_o = {{4'h0}, {m0_addr_i[27:0]}};            
                        s1_data_o = m0_data_i;                              
                        m0_data_o = s1_data_i;                              
                    end                                                     
                    slave_2: begin
                        s2_we_o = m0_we_i;
                        s2_addr_o = {{4'h0}, {m0_addr_i[27:0]}};
                        s2_data_o = m0_data_i;
                        m0_data_o = s2_data_i;
                    end
                    slave_3: begin
                        s3_we_o = m0_we_i;
                        s3_addr_o = {{4'h0}, {m0_addr_i[27:0]}};
                        s3_data_o = m0_data_i;
                        m0_data_o = s3_data_i;
                    end
                    slave_4: begin
                        s4_we_o = m0_we_i;
                        s4_addr_o = {{4'h0}, {m0_addr_i[27:0]}};
                        s4_data_o = m0_data_i;
                        m0_data_o = s4_data_i;
                    end
                    slave_5: begin
                        s5_we_o = m0_we_i;
                        s5_addr_o = {{4'h0}, {m0_addr_i[27:0]}};
                        s5_data_o = m0_data_i;
                        m0_data_o = s5_data_i;
                    end
                    default: begin
                    end
                endcase
            end
            grant1: begin
                case (m1_addr_i[31:28])
                    slave_0: begin
                        s0_we_o = m1_we_i;
                        s0_addr_o = {{4'h0}, {m1_addr_i[27:0]}};
                        s0_data_o = m1_data_i;
                        m1_data_o = s0_data_i;
                    end
                    slave_1: begin
                        s1_we_o = m1_we_i;
                        s1_addr_o = {{4'h0}, {m1_addr_i[27:0]}};
                        s1_data_o = m1_data_i;
                        m1_data_o = s1_data_i;
                    end
                    slave_2: begin
                        s2_we_o = m1_we_i;
                        s2_addr_o = {{4'h0}, {m1_addr_i[27:0]}};
                        s2_data_o = m1_data_i;
                        m1_data_o = s2_data_i;
                    end
                    slave_3: begin
                        s3_we_o = m1_we_i;
                        s3_addr_o = {{4'h0}, {m1_addr_i[27:0]}};
                        s3_data_o = m1_data_i;
                        m1_data_o = s3_data_i;
                    end
                    slave_4: begin
                        s4_we_o = m1_we_i;
                        s4_addr_o = {{4'h0}, {m1_addr_i[27:0]}};
                        s4_data_o = m1_data_i;
                        m1_data_o = s4_data_i;
                    end
                    slave_5: begin
                        s5_we_o = m1_we_i;
                        s5_addr_o = {{4'h0}, {m1_addr_i[27:0]}};
                        s5_data_o = m1_data_i;
                        m1_data_o = s5_data_i;
                    end
                    default: begin
                    end
                endcase
            end
            grant2: begin
                case (m2_addr_i[31:28])
                    slave_0: begin
                        s0_we_o = m2_we_i;
                        s0_addr_o = {{4'h0}, {m2_addr_i[27:0]}};
                        s0_data_o = m2_data_i;
                        m2_data_o = s0_data_i;
                    end
                    slave_1: begin
                        s1_we_o = m2_we_i;
                        s1_addr_o = {{4'h0}, {m2_addr_i[27:0]}};
                        s1_data_o = m2_data_i;
                        m2_data_o = s1_data_i;
                    end
                    slave_2: begin
                        s2_we_o = m2_we_i;
                        s2_addr_o = {{4'h0}, {m2_addr_i[27:0]}};
                        s2_data_o = m2_data_i;
                        m2_data_o = s2_data_i;
                    end
                    slave_3: begin
                        s3_we_o = m2_we_i;
                        s3_addr_o = {{4'h0}, {m2_addr_i[27:0]}};
                        s3_data_o = m2_data_i;
                        m2_data_o = s3_data_i;
                    end
                    slave_4: begin
                        s4_we_o = m2_we_i;
                        s4_addr_o = {{4'h0}, {m2_addr_i[27:0]}};
                        s4_data_o = m2_data_i;
                        m2_data_o = s4_data_i;
                    end
                    slave_5: begin
                        s5_we_o = m2_we_i;
                        s5_addr_o = {{4'h0}, {m2_addr_i[27:0]}};
                        s5_data_o = m2_data_i;
                        m2_data_o = s5_data_i;
                    end
                    default: begin
                    end
                endcase
            end
            grant3: begin
                case (m3_addr_i[31:28])
                    slave_0: begin
                        s0_we_o = m3_we_i;
                        s0_addr_o = {{4'h0}, {m3_addr_i[27:0]}};
                        s0_data_o = m3_data_i;
                        m3_data_o = s0_data_i;
                    end
                    slave_1: begin
                        s1_we_o = m3_we_i;
                        s1_addr_o = {{4'h0}, {m3_addr_i[27:0]}};
                        s1_data_o = m3_data_i;
                        m3_data_o = s1_data_i;
                    end
                    slave_2: begin
                        s2_we_o = m3_we_i;
                        s2_addr_o = {{4'h0}, {m3_addr_i[27:0]}};
                        s2_data_o = m3_data_i;
                        m3_data_o = s2_data_i;
                    end
                    slave_3: begin
                        s3_we_o = m3_we_i;
                        s3_addr_o = {{4'h0}, {m3_addr_i[27:0]}};
                        s3_data_o = m3_data_i;
                        m3_data_o = s3_data_i;
                    end
                    slave_4: begin
                        s4_we_o = m3_we_i;
                        s4_addr_o = {{4'h0}, {m3_addr_i[27:0]}};
                        s4_data_o = m3_data_i;
                        m3_data_o = s4_data_i;
                    end
                    slave_5: begin
                        s5_we_o = m3_we_i;
                        s5_addr_o = {{4'h0}, {m3_addr_i[27:0]}};
                        s5_data_o = m3_data_i;
                        m3_data_o = s5_data_i;
                    end
                    default: begin
                    end
                endcase
            end
            default: begin
            end
        endcase
    end
endmodule
==> /design/flow/run.sh <==
#!/bin/bash
# OpenROAD 26Q1-2900-gdf79404cd8, Yosys 0.63+post, stock flow scripts
make -C /OpenROAD-flow-scripts/flow DESIGN_CONFIG=/design/flow/config.mk WORK_HOME=/design/flow/orfs finish
==> /design/flow/config.mk <==
export PLATFORM = sky130hd
export DESIGN_NAME = rib
export DESIGN_NICKNAME = rib
export VERILOG_FILES = /design/flow/design.v
export SDC_FILE = /design/flow/constraint.sdc
export NUM_CORES = 4
export LEC_CHECK = 1
export CORE_AREA = 10 10 377 377
export DIE_AREA = 0 0 387 387
==> /design/flow/constraint.sdc <==
current_design rib

set clk_period 72.6
set clk_io_pct 0.2

create_clock -name clk0 -period $clk_period

set non_clock_inputs [all_inputs -no_clocks]
set_input_delay [expr $clk_period * $clk_io_pct] -clock clk0 $non_clock_inputs
set_output_delay [expr $clk_period * $clk_io_pct] -clock clk0 [all_outputs]
==> metrics.sh <==
CHIP_AREA_UM2=149800
SYNTH-WARNING-COUNT=1
GLOBALROUTEMET2UTIL_PCT=36.02
ROW_COUNT=134
FINALSETUPTNS_NS=0
TOTAL_POWER_mW=0.1120
SYNTHESIS.AREA_PER_INSTANCE_UM2=6.565
POWER_PER_CELL_AREA_nW_PER_UM2=4.308
OPENROAD_WARNINGS=35
HOLD_BUFFERS=0
SYNTHESIS.INSTANCES=2241
NUMBER_OF_DETAILED_ROUTING_ITERATIONS_RUN_BEFORE_ANTENNA_REPAIR=13
SETUP_VIOL=0
YOSYS-STAT-CELLS=2241
HOLD_WS_NS=30.10
AVGVIACOUNTPERCELL=5.719
POST-SYNTH-TOP-AREA-CELL='nand2_1'
CTS_REPAIR_RESIZE_COUNT=0
MAXCAPVIOLCOUNT=0
NUM-FILL-CELLS=14915
CP_MAX_FO=74
POST-SYNTH-TOP-AREA-FRACTION_PCT=10.72
SYN_AREA_UM2=14710
DETAILED_PLACE.AREA_UM2=25930
TIMING.MAX_SLEW.REL_SLACK_PCT=38.68
CRITPATHKIND='in2out'
FINAL_CORE_UTILIZATION_PCT=19.46
SYNTHMOSTINSTANTIATEDCELL='nand2_1'
GRT_ANTENNA_BEFORE_REPAIR=64
WIRE_LENGTH_OF_THE_FIRST_GLOBAL_ROUTING_PASS_UM=247700
FINAL_LAYOUT_SIZE_SUFFIX_GT1_SHARE_PCT=7.561
TIMING_WORST_SLEW_PIN_VALUE_NS=0.9198
CORE_AREA_UM2=133600
DRC=0
YS_AREA_UM2=14710
INITIAL_CORE_UTIL_PCT=11.01
CRITPATHARRIVALTIME_NS=18.89
SETUP_WS_NS=39.19
POST-PLACE-CELLS=4757
USE_MET1_PCT=29.30
GLOBALROUTEMET3UTIL_PCT=9.306
CHIPWIDTH_UM=387
GRT_OVERFLOW=0
FINALWEIGHTEDCONGESTION=0.9997
TIMING.FINAL.CRIT_PERIOD_NS=33.41
AREA_LEADERS='nand2_1 (11%), a222oi_1 (9.0%), a22oi_1 (8.2%)'
NUM_VIAS=27366
FINAL_MAX_SLEW_VIOL_COUNT=0
DESIGN.SEQ.COUNT=0
WORST-ENDPOINT-REQUIRED_NS=58.08
TOTAL_LEAKAGE_POWER_nW=8.036
TOP_USAGE_LAYER='met2'
DIE_Y_EXTENT_UM=387
CRITPATHLAUNCHTYPE='input port'
GRT_MAX_DEGREE=75
DR.FIRST_ITER.DRC_COUNT=5319
FIN_CRIT_SH_PCT=46.02
GLOBALROUTETOTALUTIL_PCT=23.71
TIMING.FMAX_GHz=0.02993
SYNTH.LIB_CELLS_USED.DISTINCT=60
CTS_SETUP_BUFFERS=0
RSZ0062_AT_GRT='false'
FINAL_NON_FILLER_CELL_TOTAL=4785
HOLD_PATH_CLASS='in2out'
PLACE.DETAILED.HPWL_UM=147800
YS_SEQ_SHARE_PCT=0
AREA_GROWTH_SYN_TO_LAYOUT_PCT=76.74
WL_PER_CELL_UM=39.19
NUM-CLOCK-BUFFERS=0
STATUS='complete, no violations'
AREA.SEQUENTIAL_UM2=0
DESIGN_AREA_UM2=26000
DP_WORST_SETUP_SLACK_NS=39.43
KIND_OF_END_POINT_OF_THE_CRITICAL_PATH='output port'
IO_BUF_COUNT=950
HOLD_VIOLATIONS=0
FINALWIRELENGTH_UM=187500
SYNTHTOPCELLSBYCOUNT='nand2_1 (420), nand3_1 (177), clkbuf_1 (165), a22oi_1 (160), a222oi_1 (133)'
IR_WORST_VDD_mV=0.002949
BOUNDARYPINS=977
DRT.ANTENNA.VIOLATING_NETS=0
FIRST_GLOBAL_VIAS=25246
LOGIC_AREA_UM2=13320
## critical path, stage by stage
cell and delay (ns):
clkdlybuf4s50_1 0.40, buf_4 0.22, nor3b_4 0.31, buf_4 0.45
buf_4 0.70, buf_4 0.74, nand2_1 0.22, o221ai_1 0.53
clkdlybuf4s50_1 0.58
## cells by family after synthesis
logic type,synth area share (%)
multiplexers,6.234
buffers and inverters,11.54
other,0.02549
AND-OR/OR-AND,55.91
AND/OR/NAND/NOR,26.29
## placed cells by master (no fill, tap or decap), drive strengths merged, types with 54 or more instances in the layout
cell / synthesis / routed
nand2: 420 / 420
o221ai: 63 / 63
a22oi: 164 / 164
a22o: 104 / 104
o211ai: 71 / 71
nand3: 181 / 181
a32oi: 125 / 125
clkdlybuf4s50: 0 / 944
a221o: 80 / 80
nor2: 73 / 73
a21oi: 95 / 95
buf: 182 / 128
a222oi: 133 / 133
a31oi: 54 / 54
mux2i: 59 / 59
## report_power, final
part	internal, mW	switching [mW]
Combinational	0.0475	0.0645
Clock	0.0000000332	0
Sequential	0	0
Total	0.0475	0.0645
## final timing paths
kind / cells past startpoint / from / slack [ns] / end
setup / recovery: 9 / m0_req_i / 39.19 / s1_addr_o[19]
hold / removal: 4 / m2_data_i[19] / 30.10 / s2_data_o[19]
## layout make-up
class	instances	share of cell area [%]
Inverter	1	0.01444
Timing Repair Buffer	1072	39.99
Tap cell	1768	8.508
Antenna cell	28	0.2695
Multi-Input combinational cell	1916	51.22
## per-layer routing
layer / wire (um) / up-vias
li1: - / 10801
met1: 69580 / 13024
met2: 80010 / 2922
met3: 25540 / 589
met4: 12180 / 30
met5: 209 / -
